$ cat flow/config.mk
export PLATFORM = sky130hd
export DESIGN_NAME = grupaa
export DESIGN_NICKNAME = grupaa
export VERILOG_FILES = /design/flow/design.v
export SDC_FILE = /design/flow/constraint.sdc
export NUM_CORES = 4
export LEC_CHECK = 1
export CORE_AREA = 10 10 70 70
export DIE_AREA = 0 0 80 80
$ cat flow/constraint.sdc
current_design grupaa

set clk_period 2.0
set clk_io_pct 0.2

create_clock -name clk0 -period $clk_period [get_ports {iCLK}]

set non_clock_inputs [all_inputs -no_clocks]
set_input_delay [expr $clk_period * $clk_io_pct] -clock clk0 $non_clock_inputs
set_output_delay [expr $clk_period * $clk_io_pct] -clock clk0 [all_outputs]
$ cat flow/design.v
`timescale 1ns / 1ps
module grupaa(
	input iCLK,
	input iRST,
	input iEN,
	input [2:0] iDEC,
	output oGREAT,
	output [3:0] oCNTP,
	output [3:0] oCNTN
    );
	reg [7:0] sDEC;
	reg [7:0] sREG;
	reg [7:0] sSHIFT;
	reg oGREAT_temp;
	reg sENP;
	reg sENN;
	reg [3:0] oCNTP_temp;
	reg [3:0] oCNTN_temp;
	always @(iDEC) begin
		if(iDEC == 3'b000) begin
			sDEC = 8'b00000001; 
		end
		else if(iDEC == 3'b001) begin
			sDEC = 8'b00000010; 
		end
		else if(iDEC == 3'b010) begin
			sDEC = 8'b00000100; 
		end
		else if(iDEC == 3'b011) begin
			sDEC = 8'b00001000; 
		end
		else if(iDEC == 3'b100) begin
			sDEC = 8'b00010000; 
		end
		else if(iDEC == 3'b101) begin
			sDEC = 8'b00100000; 
		end
		else if(iDEC == 3'b110) begin
			sDEC = 8'b01000000; 
		end
		else begin
			sDEC = 8'b10000000; 
		end
	end
	always @(posedge iCLK, posedge iRST) begin
		if (iRST == 1) begin
			sREG <= 0;
		end
		else begin
			sREG <= sDEC;
		end
	end
	always @(sREG) begin
		sSHIFT = {sREG[7], sREG[7], sREG[7], sREG[6:2]};
	end
	always @(sSHIFT) begin
		if (sSHIFT > 3) begin
			oGREAT_temp = 1'b1;
		end
		else begin
			oGREAT_temp = 1'b0;
		end
	end
	always @(sREG) begin
		if (sREG[0] == 1'b0) begin
			sENP = 1;
			sENN = 0;
		end
		else begin
			sENN = 1;
			sENP = 0;
		end
	end
	always @(posedge iCLK, posedge iRST) begin
		if(iRST == 1) begin
			oCNTP_temp <= 0;
		end
		else begin
			if(sENP == 1) begin
				oCNTP_temp <= oCNTP_temp + 1;
			end
		end
	end
	always @(posedge iCLK, posedge iRST) begin
		if(iRST == 1) begin
			oCNTN_temp <= 0;
		end
		else begin
			if(sENN == 1) begin
				oCNTN_temp <= oCNTN_temp + 1;
			end
		end
	end
	assign oGREAT = oGREAT_temp;
	assign oCNTP = oCNTP_temp;
	assign oCNTN = oCNTN_temp;
endmodule
$ cat flow/run.sh
#!/bin/bash
# OpenROAD 26Q1-2900-gdf79404cd8, Yosys 0.63+post, stock flow scripts
make -C /OpenROAD-flow-scripts/flow DESIGN_CONFIG=/design/flow/config.mk WORK_HOME=/design/flow/orfs finish
==> results.json <==
{
  "whs_ns": 0.448,
  "chip_area_um2": 6400,
  "cts-root-buf": "clkbuf_4",
  "r2r-end": "oCNTP_temp[1]",
  "end_kind": "output pin",
  "synth-cells-yosys": 35,
  "ir_worst_vdd_mv": 0.266,
  "crit_fanout": 1,
  "die_w_um": 80,
  "topCombFamilyByArea": "simple AND/OR/NAND/NOR gates",
  "finalSetupTns_ns": 0,
  "r2r_setup_slack_ns": 0.91,
  "floorplan.core_util_pct": 14.9,
  "vias": 308,
  "synth_cell_types": 16,
  "final_cell_mix": "dfrtp_1 (13), clkdlybuf4s50_1 (12), xnor2_1 (5), clkbuf_4 (3)",
  "clock_skew_ns": 0.00211,
  "antenna_found_initial": 0,
  "rows": 21,
  "place_area_um2": 686,
  "start_kind": "flip-flop",
  "stdcell_area_um2": 714,
  "finalWorstPathRequiredPeriod_ns": 1.66,
  "grt_pass1_vias": 289,
  "htreeDepth": 1,
  "fillers": 381,
  "worst_slew_pin_slew_ns": 0.479,
  "slew_headroom_pct": 68.1,
  "clkTransAtPathRegs_ns": 0.07,
  "lay_top_count": "dfrtp_1",
  "postRouteAntennaNets": 0,
  "vias_per_cell": 3.18,
  "port_buffers": 13,
  "cp.buffers_inverters": 1,
  "yosysWarnings": 1,
  "grt_overflow": 0,
  "antenna_cells": 0,
  "yosys.area_share.adder_pct": 4.91,
  "path_cells": "or4_1 -> dlymetal6s2s_1",
  "firstDrtPassIters": 4,
  "syn_inst": 35,
  "warning_count": 26,
  "io_pins": 15,
  "p_leak_nw": 0.315,
  "crit_family": "simple AND/OR/NAND/NOR gates",
  "grt_pass1_wl_um": 1480,
  "synth_seq_share_pct": 63.9,
  "finalSetupViolCount": 0,
  "numCtsBuffers": 3,
  "core_area_um2": 3420,
  "drv_slew": 0,
  "syn-cell-area_um2": 509,
  "rsz0062_at_grt": "no",
  "ys_sh_xor_pct": 10.3,
  "synthAoiAreaFrac_pct": 0,
  "cap_violations": 0,
  "cts_tree": "yes",
  "ys_sh_mux_pct": 4.42,
  "synth_chip_area_um2": 509,
  "ys_sh_simple_pct": 13.5,
  "crit_path_top_delay_cell": "or4_1",
  "die_y_um": 80,
  "post-route-period-util_pct": 83.0,
  "area_growth_pct": 40.3,
  "required_ns": 1.60,
  "drive_above_1_share_pct": 9.80,
  "r2r_start": "oCNTP_temp[0]",
  "status": "completed",
  "p_per_area_nw_per_um2": 1230,
  "worstSetupPathType": "reg -> out",
  "grt_usage_pct": 2.95,
  "grt_max_degree": 14,
  "routedWlPerCell_um": 9.31,
  "syn_area_per_cell_um2": 14.5,
  "total_power_mw": 0.881,
  "wl_um": 903,
  "ys_ff": 13,
  "fmax_mhz": 603,
  "max_stage_delay_ns": 0.50,
  "hold_viol": 0,
  "hold_path_class": "in -> async",
  "place_congestion": 0.629,
  "rr_worst_depth": 2,
  "drc": 0,
  "clockBufferDepth": 2,
  "final_util_pct": 20.9,
  "cts.sinks": 13,
  "critPathArrivalTime_ns": 1.26,
  "clock_latency_ns": 0.26,
  "drt-initial-drc-count": 18
}
state kept, by name, summed over array words and instances, names as in the netlist:
register,flops
oCNTP_temp,4
sREG,5
oCNTN_temp,4
final cells by class:
| cell class | instances | area, um^2 | share of cell area [%] |
|---|---|---|---|
| tap | 46 | 57.6 | 8.06 |
| multi-input combinational | 20 | 169 | 23.6 |
| sequential | 13 | 325 | 45.5 |
| timing repair buffer | 13 | 133 | 18.6 |
| clock buffer | 4 | 26.3 | 3.68 |
| inverter | 1 | 3.75 | 0.525 |
through the flow:
stage / cells / worst slack (ns)
final: 97 / 0.341
after global routing: 97 / 0.234
after CTS: 97 / 0.0176
after detailed placement: 93 / 0.314
after global placement: 93 / 0.310
after floorplan: 35 / 0.808
Yosys cell counts, drive strengths merged:
| cell | count | area, um^2 |
|---|---|---|
| and3 | 1 | 6.26 |
| and3b | 2 | 17.5 |
| or4 | 1 | 7.51 |
| nand4b | 1 | 8.76 |
| nor3b | 1 | 7.51 |
| xor2 | 1 | 8.76 |
| nor3 | 1 | 5.00 |
| dfrtp | 13 | 325 |
| xnor2 | 5 | 43.8 |
| nand2b | 1 | 6.26 |
| ha | 2 | 25.0 |
| nand4 | 1 | 6.26 |
| mux2 | 2 | 22.5 |
| nand2 | 1 | 3.75 |
| inv | 1 | 3.75 |
| buf | 1 | 11.3 |
power by group:
group,internal [mW],switching (mW),leakage [nW]
Combinational,0.229,0.0671,0.138
Clock,0.0770,0.0724,0.0150
Sequential,0.351,0.0837,0.163
Total,0.658,0.223,0.315
how the worst max path moves through the flow:
stage	slack, ns	cells past startpoint	end	start
after global routing	0.23	2	oGREAT	sREG[7]
after CTS	0.02	2	oGREAT	sREG[7]
final	0.34	2	oGREAT	sREG[7]
worst reg2reg max path, delay by kind of cell, from the launching register on:
family / cells / cell delay, ns
DFF: 1 / 0.42
muxes: 1 / 0.25
adders and majority gates: 1 / 0.30
per-layer routing:
layer | part of all wire, % | global-route usage, %
met1 | 43 | 3.64
met3 | 12 | 2.50
met5 | 0 | 0
met4 | 0.78 | 0.176
met2 | 44 | 4.01
repair_timing:
| action | 4_1_cts | 5_1_grt |
|---|---|---|
| resized | 0 | 1 |
| setup buffers | 0 | 0 |
| hold buffers | 0 | 0 |
| setup endpoints to repair | 0 | 1 |
cell families (layout without fill, tap and decap cells):
group | after synthesis | in the layout
flip-flops | 13 | 13
AND/OR/NAND/NOR | 10 | 10
XOR/XNOR | 6 | 6
adder cells (fa/ha/maj) | 2 | 2
multiplexers | 2 | 2
buffers and inverters | 2 | 18
Power figures rest on the tool's default switching activity, not on a simulated workload.
