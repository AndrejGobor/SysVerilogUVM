[flow/run.sh]
#!/bin/bash
# OpenROAD 26Q1-2900-gdf79404cd8, Yosys 0.63+post, stock flow scripts
make -C /OpenROAD-flow-scripts/flow DESIGN_CONFIG=/design/flow/config.mk WORK_HOME=/design/flow/orfs finish
[flow/config.mk]
export PLATFORM = sky130hd
export DESIGN_NAME = adder
export DESIGN_NICKNAME = adder
export VERILOG_FILES = /design/flow/design.v
export SDC_FILE = /design/flow/constraint.sdc
export NUM_CORES = 4
export LEC_CHECK = 1
export CORE_AREA = 10 10 70 70
export DIE_AREA = 0 0 80 80
[flow/constraint.sdc]
current_design adder

set clk_period 6.9
set clk_io_pct 0.2

create_clock -name clk0 -period $clk_period

set non_clock_inputs [all_inputs -no_clocks]
set_input_delay [expr $clk_period * $clk_io_pct] -clock clk0 $non_clock_inputs
set_output_delay [expr $clk_period * $clk_io_pct] -clock clk0 [all_outputs]
[flow/design.v]
`timescale 1ns / 1ps
module adder(
    input [7:0] A_in,
    input [7:0] B_in,
    input Sel_in,
    output [8:0] Rez_out
    );
    reg [7:0] B_comp;
    reg [7:0] A_comp;
    reg [8:0] Rez_temp;
    always @(B_in) begin
        if(B_in[7] == 1)
            B_comp = {1'b1, (~(B_in[6:0]) + 1)};
        else
            B_comp = B_in;
    end
    always @(A_comp, B_comp, Sel_in) begin
        if(Sel_in == 0)
            Rez_temp = {1'b0, A_comp} + {1'b0, B_comp};
        else
            Rez_temp = {1'b0, A_comp} - {1'b0, B_comp};
    end
    always @(A_in) begin
       A_comp = A_in;
    end
    assign Rez_out = Rez_temp;
endmodule
==> run notes <==
Physical design

The run finished with clean final reports. The clock group share of total power stands at 0. The floorplan step set the die height to 80 µm.

According to the timing report, the critical path is launched from B_in[0]. The max-cap check violation count stands at 0. The power per unit of standard cell area stands at 114 mW/mm². The average routed wire per standard cell stands at 10.1 µm. In this run, distinct cell masters in the synthesized netlist total 34. Of the synthesized area, sequential elements account for 0.

Post-CTS repair ended up resizing 0 cells. The aggregate negative setup slack stands at 0 ns. The instance count along the most critical hold path stands at 5.

Of the total power, registers draw 0. The minimum clock period after layout stands at 6.63 ns. Note that the worst hold path type here is input port to output port.

At the end of routability-driven placement, the weighted congestion stood at 0.755. The final-layout clock buffer total stands at 0. For this configuration, the core starts out at a cell density of 0.213. The register cell area after layout stands at 0 µm². The mapped netlist covers 727 µm².

Per the placement report, the placed cell count is 164. The horizontal die dimension stands at 80 µm. For met2 alone, demand over resource in global routing was 0.0778. After filler insertion, the fill cell instance count of the layout stands at 361. The placeable core area stands at 0.00342 mm². The routed design shows a via density per instance of 4.26. The count of warnings emitted by yosys stands at 1.

The internal power of the cells stands at 72.4 µW. Looking at the hold checks, the worst path lands on Rez_out[0]. The transition time recorded at the tightest slew-check pin is 0.503 ns.

Setup repair after global routing left no endpoint under its margin. The post-synthesis area per instance stands at 7.65 µm². The detailed-route wire length stands at 1650 µm. met3 track demand over resource after global routing is 0.0159.

The first global-routing pass estimated 2730 µm of wire. The number of design-rule violations left by the first detailed-router iteration stands at 12. The placed instances occupy a cell area of 0.00103 mm². Post-CTS timing repair inserted 0 buffers for setup. The maximum number of pins on one net before global-route repair stands at 14.

The static leakage stands at 0.418 nW. The largest total area in the synthesized netlist belongs to ha_1. Of the total power, combinational logic draws 1.000. The HPWL after detailed placement stands at 1500 µm. Switching power as a fraction of the total was reported as 0.380.

The remaining antenna violation count stands at 0. The maximum ir drop on the vdd rail stands at 0.0243 mV. By area the synthesized netlist is led by ha_1 (19%), xor2_1 (12%), xnor2_1 (7.2%), nor2b_1 (4.3%), o21ai_0 (4.1%). The summed area of non-filler cells in the final layout stands at 0.00103 mm². 26 I/O pins were placed. Once layout is complete, the cells apart from fillers number 164. In this run the tools logged warnings totalling 33.

The post-synthesis to final-layout area growth stands at 41.1%. Timing would allow up to 151 MHz. The switching power summed over all nets stands at 44.4 µW. Once layout is complete, the utilization of the core stands at 0.300. The report lists the number of standard-cell rows as 21. Post-route period utilization is reported as 0.960. After synthesis, the design contains 95 cells according to Yosys.

Hold-check failures listed in the final report amount to 0. The initial antenna violation count is 0. The overall power consumption stands at 117 µW. met1 track demand over resource after global routing is 0.0687. The area fraction of the largest cell type after synthesis is 0.189.

For this run, the detailed router's first-pass iteration total came to 3. The layout cell share with drive strength beyond 1 stands at 0.0593. The launch point of the worst min-delay path is recorded as A_in[0]. The total cell area reported by yosys after synthesis stands at 727 µm². The worst setup path is captured at an output port. Leaving out buffers and inverters, the combinational logic in the layout accounts for 678 µm². The number of buffers inserted by port buffering stands at 26. The overall routing resource usage stands at 0.0497. STA classifies the critical path startpoint as an input port. The number of global-route vias before repair came to 626. The critical path is of the input port to output port type. The max-slew violation count stands at 0. The layer flagged by global routing as most heavily used is met2. The data required time of the critical path stands at 5.52 ns. The worst-case max-slew headroom was logged as 0.664. The sequential cell count stands at 0. The total overflow left after global routing is 0. Data arrives at the worst endpoint at 5.25 ns.

The maximum net fanout on the critical path stands at 5. Buffers inserted to repair hold after CTS numbered 0. The count of endpoints failing setup in the final report stands at 0. The routed layout reports a DRC error count of 0.

Synthesis produced 95 cells. After floorplanning, the die was sized to cover 0.00640 mm². Detailed routing inserted a total of 698 vias. The antenna cell count stands at 0.
==> worst max path at each step <==
stage / to / slack (ns) / cells past startpoint
6_report: Rez_out[8] / 0.27 / 15
4_1_cts: Rez_out[8] / 0.28 / 15
5_1_grt: Rez_out[8] / 0.03 / 15
==> synth_stat cells, types with 2 or more instances <==
library cell,count
ha_1,11
xor2_1,10
inv_1,8
nor2_1,8
o21ai_0,6
xnor2_1,6
a21oi_1,5
nor2b_1,5
and2_1,3
nand2_1,3
nor3_1,3
buf_1,2
nand2b_1,2
o31ai_1,2
or3_1,2
==> worst max-delay path, cell delays in order <==
cell and delay [ns]:
clkdlybuf4s50_1 0.47, inv_1 0.13, ha_1 0.23, or3b_2 0.46
a211oi_1 0.37, and2_1 0.22, a21oi_1 0.15, xor2_1 0.19
ha_1 0.34, nand2_1 0.08, nor2_1 0.04, a211o_1 0.31
o31ai_1 0.24, xor2_1 0.16, clkdlybuf4s50_1 0.48
==> power by group through the flow <==
stage,clock [mW],sequential [mW],combinational (mW)
finish,0,0,0.117
CTS,0,0,0.119
global route,0,0,0.133
==> logic make-up after synthesis <==
group	after synthesis	synth area share
AOI/OAI and AO/OA	24	0.243
xor gates and xnor gates	16	0.193
adders and majority gates	12	0.217
buffers and inverters	11	0.0671
muxes	2	0.0344
and+or+nand+nor	30	0.246
==> through the flow <==
step / hold slack, ns / worst slack (ns)
CTS: 3.77 / 0.278
global placement: 3.76 / 0.302
global route: 3.80 / 0.0292
finish: 3.75 / 0.274
floorplan: 2.87 / 1.59
detailed placement: 3.77 / 0.291
==> metal layers <==
metal	wire (µm)	part of all wire	vias to the layer above
met5	0	0	-
met4	0	0	0
met3	151	0.092	0
met2	681	0.41	16
met1	815	0.49	297
li1	-	-	385
==> layout by cell type (no fill, tap or decap), types with 2 or more instances in the layout <==
master,count
xnor2_1,6
nand2b_1,2
nor2_1,8
o21ai_0,6
xor2_1,10
o31ai_1,2
nor2b_1,5
ha_1,11
clkdlybuf4s50_1,26
and2_1,3
a21oi_1,5
inv_1,8
or3_1,2
nand2_1,3
nor3_1,3
==> area by class of cell <==
type / instances / area share
multi-input cells: 84 / 0.661
inverters: 8 / 0.0293
repair buffers: 26 / 0.254
well taps: 46 / 0.0561
Power and IR drop assume default switching activity.
